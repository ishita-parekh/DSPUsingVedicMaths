`/design/flow/run.sh`:
```
#!/bin/bash
# OpenROAD 26Q1-2900-gdf79404cd8, Yosys 0.63+post, stock flow scripts
make -C /OpenROAD-flow-scripts/flow DESIGN_CONFIG=/design/flow/config.mk WORK_HOME=/design/flow/orfs finish
```
`/design/flow/config.mk`:
```
export PLATFORM = sky130hd
export DESIGN_NAME = dsp_processor
export DESIGN_NICKNAME = dsp_processor
export VERILOG_FILES = /design/flow/design.v
export SDC_FILE = /design/flow/constraint.sdc
export NUM_CORES = 4
export LEC_CHECK = 1
export CORE_UTILIZATION = 30
```
`/design/flow/constraint.sdc`:
```
current_design dsp_processor

set clk_period 1.6
set clk_io_pct 0.2

create_clock -name clk0 -period $clk_period [get_ports {clk}]

set non_clock_inputs [all_inputs -no_clocks]
set_input_delay [expr $clk_period * $clk_io_pct] -clock clk0 $non_clock_inputs
set_output_delay [expr $clk_period * $clk_io_pct] -clock clk0 [all_outputs]
```
`/design/flow/design.v`:
```
`timescale 1ns / 1ps
module add_pc(
			input clk,
			input nrst,
			input [31:0] ins_delay,
			input [31:0] IF_pcs,
			input [31:0] comp1,
			input [31:0] comp2,
			input [2:0] func,
			input execute,
			output [31:0] IF_pc4
    );
reg [31:0] IF_pc4s;
reg [31:0] comp11;
reg [31:0] comp22;
initial
begin
	IF_pc4s=0;
end
assign IF_pc4 = IF_pc4s;
	always @(posedge clk)
	begin
		if (~nrst)
		begin
			IF_pc4s <= 0;
		end
		else
		begin
		if(execute == 1)
		begin
		if(ins_delay == 2)
		begin	
						IF_pc4s <= IF_pcs + 4;
		end 
		end 
		else
		begin
			IF_pc4s <= 0;
		end
	end 
end
endmodule
`timescale 1ns / 1ps
module alu(
  input clk,
  input nrst,
  input [31:0] ins_delay,
  input [2:0] func,
  input [31:0] data_as,
  input [31:0] data_bs,
  output [31:0] result,
  output arith_flag,
  input [31:0]IF_pcss
);
  reg [31:0] results;
  reg addflg;
  reg arith_flags;
	assign arith_flag = arith_flags;
  assign result = results;
  initial 
  begin
		results = 0;
		addflg = 0;
		arith_flags = 0;
  end
  always @(posedge clk)
  begin
	if(IF_pcss == 0)
	begin
		results = 0;
		arith_flags = 0;
	end
	else
	begin
		if(ins_delay == 2)
		begin	
				case (func)
					3'b001 : begin 
									results = data_as + data_bs;  
									arith_flags = 1;
								end
					3'b010 : begin
									results = data_as * data_bs;  
									arith_flags = 1;
								end
				endcase
		end	
	end
 end
endmodule
`timescale 1ns / 1ps
module control(
		input clk,
		input nrst,
		input [5:0]  OpCode,
		input [4:0]  Rs,
		input [4:0]  Rt,
		input [4:0]  Rd,
		input [7:0] immediate,
		input [31:0] t0ss,
		input [31:0] t1ss,
		input [31:0] t2ss,
		input [31:0] t3ss,
		input [31:0] t4ss,
		input [31:0] t5ss,
		input [31:0] t6ss,
		input [31:0] t7ss,
		input [31:0] t8ss,
		inout [31:0] t0,
		inout [31:0] t1,
		inout [31:0] t2,
		inout [31:0] t3,
		inout [31:0] t4,
		inout [31:0] t5,
		inout [31:0] t6,
		inout [31:0] t7,
		inout [31:0] t8,
		output [31:0] data_a,
		output [31:0] data_b,
		output [31:0] comp1,
		output [31:0] comp2,
		output  [2:0] func,
		output reg [4:0] store
    );
		reg [31:0] comp1s;
		reg [31:0] comp2s;
		reg [4:0] stores;
		reg [31:0] t0s;
		reg [31:0] t1s;
		reg [31:0] t2s;
		reg [31:0] t3s;
		reg [31:0] t4s;
		reg [31:0] t5s;
		reg [31:0] t6s;
		reg [31:0] t7s;
		reg [31:0] t8s;
        reg [31:0] data_a_s;
		reg [31:0] data_b_s;
		reg [2:0] funcs;
	assign t0 = t0s;
	assign t1 = t1s;
	assign t2 = t2s;
	assign t3 = t3s;
	assign t4 = t4s;
	assign data_a = data_a_s;
	assign data_b = data_b_s;
	assign  func =  funcs;
	assign comp1 = comp1s;
	assign comp2 = comp2s;
    parameter ld = 	    6'b000001;
    parameter mpy = 	6'b000010;
    parameter add = 	6'b000011;
    parameter stl =     6'b000100;
    parameter t0p = 	5'b00001;
    parameter t1p = 	5'b00010;
    parameter t2p = 	5'b00011;
    parameter t3p = 	5'b00100;
    parameter t4p = 	5'b00101;
    parameter t5p = 	5'b00110;
    parameter t6p = 	5'b00111;
    parameter t7p = 	5'b01000;
    parameter t8p = 	5'b01001;
initial
begin
		stores = 0;
		comp1s = 0 ;
		comp2s = 0;
		t0s = 0;
		t1s = 0;
		t2s = 0;
		t3s = 0;
		t4s = 0;
		t5s = 0;
		t6s = 0;
		t7s = 0;
		t8s = 0;
		data_a_s = 0;
		data_b_s = 0;
		funcs = 0;
end
	always @(posedge clk)
	begin
		if (~nrst)
		begin
		end
		else
		begin
				case(OpCode)
					ld:
					begin
							case(Rs)
									t0p: t0s <= immediate;
									t1p: t1s <= immediate;
									t2p: t2s <= immediate;
									t3p: t3s <= immediate;
									t4p: t4s <= immediate;
									t5p: t5s <= immediate;
									t6p: t6s <= immediate;
									t7p: t7s <= immediate;
									t8p: t8s <= immediate;
							endcase
							funcs <= 0;
					end
				add:
					begin
							case(Rs)
									t0p: data_a_s <= t0ss;
									t1p: data_a_s <= t1ss;
									t2p: data_a_s <= t2ss;
									t3p: data_a_s <= t3ss;
									t4p: data_a_s <= t4ss;
                                    t5p: data_a_s <= t5ss;
									t6p: data_a_s <= t6ss;
									t7p: data_a_s <= t7ss;
									t8p: data_a_s <= t8ss;
							endcase
							case(Rt)
									t0p: data_b_s <= t0ss;
									t1p: data_b_s <= t1ss;
									t2p: data_b_s <= t2ss;
									t3p: data_b_s <= t3ss;
									t4p: data_b_s <= t4ss;
                                    t5p: data_b_s <= t5ss;
									t6p: data_b_s <= t6ss;
									t7p: data_b_s <= t7ss;
									t8p: data_b_s <= t8ss;
							endcase
							store <= Rd;
							funcs <= 1;
					end
					mpy:
					begin
							case(Rs)
									t0p: data_a_s <= t0ss;
									t1p: data_a_s <= t1ss;
									t2p: data_a_s <= t2ss;
									t3p: data_a_s <= t3ss;
									t4p: data_a_s <= t4ss;
							endcase
							case(Rt)
									t0p: data_b_s <= t0ss;
									t1p: data_b_s <= t1ss;
									t2p: data_b_s <= t2ss;
									t3p: data_b_s <= t3ss;
									t4p: data_b_s <= t4ss;
							endcase
							store <= Rd;
							funcs <= 2;
					end
					stl:
					begin
							case(Rt)
									t0p: t4s <= t0ss;
									t1p: t4s <= t1ss;
									t2p: t4s <= t2ss;
									t3p: t4s <= t3ss;
                                    t4p: t4s <= t4ss;
							endcase
							funcs <= 0;
					end
				endcase
	end
end
endmodule
`timescale 1ns / 1ps
module dsp_processor(
	   input clk,
       input nrst,
	    output [7:0]v1,
        output [7:0]v2,
        output [7:0]v3
	 );
reg [7:0] mem1[52:0];
reg execute;
reg [7:0] ram[0:8];
reg [5:0] OpCode;
reg [4:0] Rs, Rt, Rd;
reg [4:0] stores;
reg [3:0] code_end;  
reg [2:0] funcss;
reg [15:0] cntr ;
reg [7:0] immediate;
reg [31:0] delay_cntr;
reg [31:0] IF_pcs;
reg [31:0] t0s;
reg [31:0] t1s;
reg [31:0] t2s;
reg [31:0] t3s;
reg [31:0] t4s;
reg [31:0] t5s;
reg [31:0] t6s;
reg [31:0] t7s;
reg [31:0] t8s;
reg [31:0] results;
reg [31:0] ins_delay=0;
reg [31:0] msclk;
reg [31:0] data_a_s;
reg [31:0] data_b_s;
reg [31:0] comp1s;
reg [31:0] comp2s;
reg ram_rom;   
reg types;
reg mclk;
reg transmit=0;
reg once;
reg arith_flags;
reg execute1=0;
reg [7:0] v1_t;
reg [7:0] v2_t;
reg [7:0] v3_t;
wire [4:0] store;
wire [2:0] func;
wire [31:0] IF_pc4;
wire [31:0] instruction;
wire [31:0] t0;
wire [31:0] t1;
wire [31:0] t2;
wire [31:0] t3;
wire [31:0] t4;
wire [31:0] t5;
wire [31:0] t6;
wire [31:0] t7;
wire [31:0] t8;
wire [31:0] data_a;
wire [31:0] data_b;
wire [31:0] result;
wire [31:0] comp1;
wire [31:0] comp2;
wire [15:0] rx_no;
wire rx_flag2;
wire type;
wire transmit1;
wire rx_complete;
wire arith_flag;
assign v1 = v1_t;
assign v2 = v2_t;
assign v3 = v3_t;
parameter t0p = 	5'b00001;
parameter t1p = 	5'b00010;
parameter t2p = 	5'b00011;
parameter t3p = 	5'b00100;
parameter t4p = 	5'b00101;
parameter t5p = 	5'b00110;
parameter t6p = 	5'b00111;
parameter t7p = 	5'b01000;
parameter t8p = 	5'b01001;
initial
begin
    OpCode = 0;
    Rs = 0;
    Rt = 0;
    Rd = 0;
    immediate = 0;
	ram_rom = 0;
	code_end = 0;
	msclk = 0;
	data_a_s = 0;
	data_b_s = 0;
	delay_cntr =0 ;
	cntr =0 ;
	IF_pcs=0;
	stores = 0;
	t0s =0 ;
	t1s =0;
	t2s =0;
	t3s= 0;
	t4s = 0;
	t5s =0;
	t6s =0;
	t7s= 0;
	t8s = 0;
    	funcss = 0;
	results = 0;
	types =0 ;
	mclk = 0;
	comp1s = 0;
	comp2s = 0;
    v1_t =0 ;
    v2_t =0;
    v3_t =0;
end
initial 
begin
	once = 0;
	execute=0;
	arith_flags = 0;
end
always @ (posedge clk)
begin
	msclk = msclk + 1;
end
always @(posedge clk)
begin
	mclk = msclk[6];
end
	always @ (posedge mclk)
	begin
		ins_delay = ins_delay+1;
		if(ins_delay > 2)
		begin
			ins_delay = 0;
		end
	end	
always @(posedge clk)
begin	
	if(execute1==1)
	begin
		execute=0;
	end
	if(once == 0)
	begin
	ram[0] <= 8'b00000000;		 
	ram[1] <= 8'b00000000;		 
	ram[2] <= 8'b00000011;		 
	ram[3] <= 8'b11101000;		 
	ram[4] <= 8'b00000001;		 
	ram[5] <= 8'b00000010;		 
	ram[6] <= 8'b00000011;		 
	ram[7] <= 8'b00000100;		 
	mem1[0] <= 8'b00000100;		
	mem1[1] <= 8'b00100001;		
	mem1[2] <= 8'b00000000;		
	mem1[3] <= 8'b00000001;		 
	mem1[4] <= 8'b00000100;		 
	mem1[5] <= 8'b01000010;		 
	mem1[6] <= 8'b00000000;		 
	mem1[7] <= 8'b00000010;		 
	mem1[8] <= 8'b00000100;		 
	mem1[9] <= 8'b01100011;		 
	mem1[10] <= 8'b00000000;	 
	mem1[11] <= 8'b00000011;	 
	mem1[12] <= 8'b00000100;	 
	mem1[13] <= 8'b10000100;	 
	mem1[14] <= 8'b00000000;	 
	mem1[15] <= 8'b00000100;	 
	mem1[16] <= 8'b00001000;	 
	mem1[17] <= 8'b00100011;	 
	mem1[18] <= 8'b00000000;	 
	mem1[19] <= 8'b00000000;	 
	mem1[20] <= 8'b00001000;	 
	mem1[21] <= 8'b00100100;	 
	mem1[22] <= 8'b00101000;	 
	mem1[23] <= 8'b00000000;	 
	mem1[24] <= 8'b00001000;	 
	mem1[25] <= 8'b01000011;	 
	mem1[26] <= 8'b00110000;	 
	mem1[27] <= 8'b00000000;	 
	mem1[28] <= 8'b00001000;	 
	mem1[29] <= 8'b01000100;	 
	mem1[30] <= 8'b00111000;	 
	mem1[31] <= 8'b00000000;	 
	mem1[32] <= 8'b00001000;	 
	mem1[33] <= 8'b00000000;	 
	mem1[34] <= 8'b01000000;	 
	mem1[35] <= 8'b00000000;	 
	mem1[36] <= 8'b00001100;	 
	mem1[37] <= 8'b11000111;	 
	mem1[38] <= 8'b00000000;	 
	mem1[39] <= 8'b00000000;	 
	mem1[40] <= 8'b00001100;	 
	mem1[41] <= 8'b00000000;	 
	mem1[42] <= 8'b01001000;	 
	mem1[43] <= 8'b00000000;	 
	mem1[44] <= 8'b11111111;	 
	mem1[45] <= 8'b11111111;	 
	mem1[46] <= 8'b11111111;	 
	mem1[47] <= 8'b11111111;	 
	once = 1;
	execute=1;
	end
end
	fetch ftch(
			.clk(mclk),
			.nrst(nrst),
			.IF_pcs(IF_pcs),
			.memf1(mem1[IF_pcs]),
			.memf2(mem1[IF_pcs+1]),
			.memf3(mem1[IF_pcs+2]),
			.memf4(mem1[IF_pcs+3]),
			.instruction(instruction)
		);
always @(posedge mclk)
begin
    OpCode = instruction[31:26];
    Rs = instruction[25:21];
    Rt = instruction[20:16];
    Rd = instruction[15:11];
    immediate = instruction[7:0];
  v1_t = t4s[7:0];
  v2_t = t8s[7:0];
  v3_t = t7s[7:0];
end
always @(posedge mclk)
begin
	if(OpCode == 6'b111111)
	begin
		execute1=1;
	end
end
	control ctrl(
			.clk(mclk),
			.nrst(nrst),
			.OpCode(OpCode),
			.Rs(Rs),
			.Rt(Rt),
			.Rd(Rd),
			.immediate(immediate),
			.t0ss(t0s),
			.t1ss(t1s),
			.t2ss(t2s),
			.t3ss(t3s),
			.t4ss(t4s),
			.t5ss(t5s),
			.t6ss(t6s),
			.t7ss(t7s),
			.t8ss(t8s),
			.t0(t0),
			.t1(t1),
			.t2(t2),
			.t3(t3),
			.t4(t4),
			.t5(t5),
			.t6(t6),
			.t7(t7),
			.t8(t8),
			.data_a(data_a),
			.data_b(data_b),
			.func(func),
			.store(store)
			);		
always @(posedge mclk)
begin
	stores <= store;
	funcss <= func;
	comp1s <= comp1;
	comp2s <= comp2;
	if(IF_pcs == 0)
	begin
		t0s <= 0;  
		t1s <= 0;  
		t2s <= 0;  
		t3s <= 0;  
		data_a_s	<= 0;
		data_b_s	<= 0;
		comp1s <=0;
		comp2s <=0;
		funcss <= 0;
		stores <= 0;
	end
	else
	begin
		t0s <= t0;  
		t1s <= t1;  
		t2s <= t2;  
		t3s <= t3;  
	end
	if(IF_pcs == 0)
	begin
		results <= 0;
	end
	else if(IF_pcs > 4)
	begin
		results <= result;
		data_a_s <= data_a;
		data_b_s <= data_b;
		if(arith_flags == 1)
		begin
			case(store)
				t0p: t0s <= results;
				t1p: t1s <= results;
				t2p: t2s <= results;
				t3p: t3s <= results;
				t4p: t4s <= results;
				t5p: t5s <= results;
				t6p: t6s <= results;
				t7p: t7s <= results;
				t8p: t8s <= results;
			endcase
		end	
	end
	else
	begin
		results <= result;
		data_a_s <= data_a;
		data_b_s <= data_b;
	end
end
always @ (posedge clk)
begin
		arith_flags = arith_flag;
end
	alu alu1(
			.clk(mclk),
			.nrst(nrst),
			.ins_delay(ins_delay),
			.func(func),
			.data_as(data_a_s),
			.data_bs(data_b_s),
			.result(result),
			.arith_flag(arith_flag),
			.IF_pcss(IF_pcs)
			);
	add_pc a_pc(
			.clk(mclk),
			.nrst(nrst),
			.ins_delay(ins_delay),
			.IF_pcs(IF_pcs),
			.comp1(comp1s),
			.comp2(comp2s),
			.func(func),
			.execute(execute),
			.IF_pc4(IF_pc4)
		);
always @(posedge mclk)
begin
	IF_pcs <= IF_pc4;
end
endmodule
`timescale 1ns / 1ps
module fetch(
			input clk,
			input nrst,
			input [31:0] IF_pcs,
			input [7:0] memf1,
			input [7:0] memf2,
			input [7:0] memf3,
			input [7:0] memf4,
			output [31:0] instruction
    );
reg [31:0] instructions;
initial
begin
	instructions=0;
end
assign instruction = instructions;
	always @(posedge clk)
	begin
		if (~nrst)
		begin
			instructions = 0;
		end
		else
		begin
				instructions = {memf1,memf2,memf3,memf4};
		end
	end
endmodule
```
==> CHANGELOG.md <==
## Implementation

* Fin. max-slew vios at 0
* Post-synthesis cell type count at about 90
* Grt met2 use at around a fifth
* Fin crit period at 1.10 ns
* Crit path DAT at ~1.3 ns
* Die Y at about 230 um
* Setup TNS at 0 ns
* First-pass GRT wire length at slightly below 60000 um
* Worst Setup End Kind: flip-flop
* Main synth FF type: dfxtp_1
* Required time of the critical path at ~1.8 ns
* Port Buffers at 25
* Yosys chip area at between 15000 and 20000 um^2
* Yosys warnings at around 50
* Hold slack final at roughly 0.37 ns
* M1 GR Usage at between 20% and 30%
* Final hold vios at 0
* Late-Pin Clk Latency at 0.26 ns
* Count of tool warnings at 34
* Area delta synth->final at 7.82%
* Die X at about 230 um
* Via/cell ratio at ~5.0
* CTS Buf Count at 3
* Power density over the cells at between 50 and 60 nW/um^2
* Largest net degree at the start of global routing at approximately 110
* CTS tree: done
* EDFF count, synth at roughly 96
* Hold EP: mclk
* # setup viols final at 0
* Vias at between 10000 and 15000
* DP HPWL at approximately 26000 um
* Int Pwr at approximately 0.63 mW
* Ys async rst share at 0%
* Hold Crit Class: flip-flop to flip-flop
* Initial DRC count at roughly 1000
* Reg-to-reg startpoint: msclk[0]
* Core Region at between 50000 and 60000 um^2
* RSZ-0062 raised after global routing: false
* Slew Limit Headroom at 39.7%
* Placed inst area at roughly 17000 um^2
* Slowest cell on crit path: dfxtp_1
* Clock share of power at 60.2%
* Kind of critical path: flip-flop to flip-flop
* Biggest area consumer among synthesized cells: dfxtp_1
* Vias in the first global route at between 10000 and 15000
* Top delay family on crit path: flip-flops
* Clock root buffer: clkbuf_16
* Register pins left without a clock at about 340
* N_diodes at 0
* Crit path launch type: flip-flop
* Switching portion of total power at about a quarter
* NetSw at between 0.2 and 0.25 mW
* Pre-antenna DRT Iters at 6
* Status: complete, no violations
* IO Count at 26
* Antenna Violating Nets Remaining at 0
* Tot GR Track Use at between 10 and 15%
* Drt drc at 0
* Reg2Reg Depth at 4
* Worst Hold Depth at 0
* Max Cap Viol at 0
* Post-CTS setup buffer count at 0
* Yosys cell count at around 1500
* # fillers at about 5000
* Most common cell in the netlist: dfxtp_1
* Max clock buf depth at 2
* RD Place Congestion at a little over 0.9
* Comb power frac at ~6.5%
* Seq pwr share at 33.3%
* Largest type area fraction at between 30% and 40%
* Post-CTS Resized at 0
* Flop-to-flop setup slack at 0.50 ns
* Biggest area cells: dfxtp_1 (33%), edfxtp_1 (19%), nor2_1 (3.9%), mux2i_1 (3.8%), ha_1 (3.0%)
* Grt ovf at 0
* Max Clk Rate at around 910 MHz
* FP Util at between 30% and 40%
* Mapped Avg Cell Area at between 10 and 15 um^2
* Clk pin slew, worst setup/hold paths at ~0.06 ns
* Worst path max stage delay at 0.37 ns
* Final WL at between 30000 and 40000 um
* Crit-path cells: ha_1 > and3_1 > nand3_1 > xnor2_1
* Most common library cells after synthesis: dfxtp_1 (254), nor2_1 (159), nand2_1 (106)
* Fin area at 16700 um^2
* H-tree levels at 1
* Number of synthesized register bits at 350
* Hold path start: msclk[6]
* Synthesized area at between 15000 and 20000 um^2
* Gate Count Post-Synth at approximately 1500
* Die footprint at 52500 um^2
* Core Rows at slightly above 80
* Met3 usage at about 2.2%
* Worst-Margin Slew at 0.901 ns
* Buf+Inv Stages, Crit Path at 0
* Part of the Yosys area used for sequential elements at approximately half
* Maximum vdd ir drop at ~0.29 mV
* CP Max Fanout at 4
* Static leakage at 5.96 nW
* RR Endpoint: msclk[6]
* Period utilization at just under 70%
* CTS Hold Buffers Added at 0
* Drt wl/cell at ~16 um
* Initial antenna violation count at 0
* Endpoints left unconstrained at ~430
* Share of layout cells above drive strength 1 at about 5.1%
* Final setup skew at approximately 0.0072 ns
* Gr busiest metal: met1
-- logic make-up (layout without fill, tap and decap cells) --
family                     Yosys count  count (layout)  share of synthesized area [%]
xor gates and xnor gates            72              72                           4.12
buffers and inverters              120             103                           3.26
DFF                                350             350                           51.5
adders and majority gates           49              49                           4.54
muxes                               70              70                           4.61
other                                2              32                         0.0485
AOI/OAI and AO/OA                  316             316                           14.0
and+or+nand+nor                    551             551                           18.0
-- stage by stage --
step	std cells	total power, mW	setup slack [ns]	utilization, %
after detailed placement	2211	0.345	0.492	32.9
after global placement	2211	0.343	0.539	32.9
after CTS	2215	0.863	0.508	33.0
after floorplan	1560	0.324	0.581	-
final	2215	0.849	0.496	33.0
after global routing	2215	0.884	0.425	33.0
-- flip-flops by register name, summed over array words and instances (netlist names), 29 cells and up --
signal,cells
ins_delay,32
a_pc.IF_pc4s,32
ftch.instructions,29
IF_pcs,32
-- routing by layer --
metal  part of all wire, %  wire length (um)  vias to the layer above
met2                    44             15500                      318
met4                   1.0               358                        0
met1                    50             17500                     5198
met3                   5.3              1860                       22
li1                      -                 -                     5554
met5                     0                 0                        -
-- power by group through the flow --
stage	clock (mW)	sequential (mW)	combinational, mW
CTS	0.523	0.283	0.0565
global route	0.536	0.283	0.0643
finish	0.511	0.283	0.0552
-- worst max path at each step --
stage	from	end	depth (start not counted)
CTS	msclk[0]	msclk[6]	4
global route	msclk[0]	msclk[6]	4
finish	msclk[0]	msclk[6]	4
-- final cells by class --
cell class	count	area, um^2	share of cell area [%]
repair buffers	60	513	3.07
multi-input cells	1090	7140	42.8
flip-flops and latches	350	7970	47.7
well taps	672	841	5.04
clock inverters	1	5.00	0.0300
clock buffers	3	75.1	0.450
inverters	39	146	0.877
-- cells in the final DEF, fill, tap and decap left out, types with 35 or more instances in the layout --
cell and n:
dfxtp_1 253, nor2_1 158, nand2_1 106, edfxtp_1 96
a21oi_1 67, mux2i_1 59, o21ai_0 53, nor3_1 52
xnor2_1 40, nand3_1 38, ha_1 37, inv_1 36
buf_4 35
Power figures rest on the tool's default switching activity, not on a simulated workload.

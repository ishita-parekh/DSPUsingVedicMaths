$ cat ./design.v
module barrel_shifter(d,out,q,c);  
  input [7:0]d;
  output [7:0]out,q;
  input[2:0]c;
  mux m1(q[0],d,c);
  mux m2(q[1],{d[0],d[7:1]},c);
  mux m3(q[2],{d[1:0],d[7:2]},c);
  mux m4(q[3],{d[2:0],d[7:3]},c);
  mux m5(q[4],{d[3:0],d[7:4]},c);
  mux m6(q[5],{d[4:0],d[7:5]},c);
  mux m7(q[6],{d[5:0],d[7:6]},c);
  mux m8(q[7],{d[6:0],d[7:7]},c);
  assign out=q;
endmodule
module mux(y,d,c);  
  input[7:0]d;
  output y;
  reg y;
  input [2:0]c;
  always @ (c)
  begin
    if (c==3'b000)
      y = d[0];
    else if (c==3'b001)
      y = d[1];
      else if (c==3'b010)
      y = d[2];
      else if (c==3'b011)
      y = d[3];
      else if (c==3'b100)
      y = d[4];
      else if (c==3'b101)
      y = d[5];
      else if (c==3'b110)
      y = d[6];
      else if (c==3'b111)
      y = d[7];
    end
  endmodule
$ cat ./config.mk
export PLATFORM = sky130hd
export DESIGN_NAME = barrel_shifter
export DESIGN_NICKNAME = barrel_shifter
export VERILOG_FILES = /design/flow/design.v
export SDC_FILE = /design/flow/constraint.sdc
export NUM_CORES = 4
export LEC_CHECK = 1
export CORE_AREA = 10 10 82 82
export DIE_AREA = 0 0 92 92
$ cat ./constraint.sdc
current_design barrel_shifter

set clk_period 4.7
set clk_io_pct 0.2

create_clock -name clk0 -period $clk_period

set non_clock_inputs [all_inputs -no_clocks]
set_input_delay [expr $clk_period * $clk_io_pct] -clock clk0 $non_clock_inputs
set_output_delay [expr $clk_period * $clk_io_pct] -clock clk0 [all_outputs]
$ cat ./run.sh
#!/bin/bash
# OpenROAD 26Q1-2900-gdf79404cd8, Yosys 0.63+post, stock flow scripts
make -C /OpenROAD-flow-scripts/flow DESIGN_CONFIG=/design/flow/config.mk WORK_HOME=/design/flow/orfs finish
==> results.py <==
# Auto-generated metrics
metrics = {
    "status": {
        "status": "finished, final reports clean",
    },
    "clocking": {
        "cts_setup_buffers": 0,
        "cts_hold_buf": 0,
    },
    "sta": {
        "setup_viol": 0,
        "tns_ns": 0,
        "untimed_endpoints": 8,
        "slew_viol_final": 0,
        "rsz0062_at_grt": "false",
        "unclocked_regs": 8,
        "worst-slew-pin-transition_ns": 0.912,
        "final_hold_viol_count": 0,
        "fmax_mhz": 231,
        "fin_crit_sh_pct": 92.1,
        "layout_min_cycle_time_ns": 4.33,
        "slew_headroom_pct": 39.1,
    },
    "logic_synthesis": {
        "ys_cells": 78,
        "top_cells_by_area": "buf_4 (17%), dlxtn_1 (17%), mux4_1 (11%)",
        "ys_warn_count": 1,
        "ys_ff": 8,
        "syn_avg_cell_area_sq_um": 8.82,
        "synthFlopType": "dlxtn_1",
        "top_cell": "buf_4",
        "postSynth.asyncResetShare_pct": 0,
        "synthTopCellsByCount": "buf_4 (16), nand2_1 (10), dlxtn_1 (8)",
        "synthCells": 78,
        "yosysUniqueCellTypes": 21,
        "synth.cell_area_sq_um": 688,
        "top_area_share_pct": 17.5,
        "top_area_cell": "buf_4",
        "edf_count": 0,
        "yosys_area_sq_um": 688,
    },
    "finish": {
        "areaGrowthSynthToFinish_pct": 33.3,
        "drive_above_1_share_pct": 6.59,
        "ff_latch_area_sq_um": 120,
        "logic_area_sq_um": 429,
        "fill_cells": 592,
    },
    "detailed_routing": {
        "drt_iter0_drc": 98,
        "routed_wl_mm": 1.76,
        "vias_per_cell": 3.65,
        "drc": 0,
        "antenna_cells": 0,
        "highest_layer": "met3",
        "num_vias": 587,
        "dr_wl_met2_microns": 825,
        "ant_nets": 0,
        "wl_per_cell_microns": 10.9,
        "met1_length_microns": 716,
        "first_pass_iters": 4,
        "dr_wl_met3_microns": 218,
    },
    "floorplanning": {
        "die_area_sq_um": 8460,
        "io_pins": 27,
        "core_area_sq_um": 5070,
        "die_height_microns": 92,
        "die-width_microns": 92,
        "rows": 26,
        "fp_util_pct": 13.6,
    },
    "power": {
        "p_leak_nw": 0.364,
        "powerDensity_nw_per_um2": 81.5,
        "peakVddDrop_v": 0.0000277,
    },
    "setup_path": {
        "crit_required_ns": 3.76,
        "crit_path_start": "c[1]",
        "critPathKind": "input pin to primary output",
        "crit_fanout": 16,
        "critPathLaunchType": "input pin",
        "endpoint_kind": "primary output",
        "critPathArrivalTime_ns": 3.39,
    },
    "global_routing": {
        "overflow": 0,
        "antenna_found_initial": 0,
        "grt_first_pass_wirelength_mm": 2.97,
        "globalRouteTotalUtil_pct": 4.11,
        "grt_pass1_vias": 598,
        "grt_max_degree": 23,
    },
    "job": {
        "drv_cap": 0,
        "warnings": 32,
    },
    "placement": {
        "place_congestion": 0.785,
        "io_buffers": 27,
        "dpl.hpwl_mm": 1.42,
    },
}
==> metal layers <==
metal / vias up / track usage, %
li1: 294 / -
met1: 267 / 5.11
met2: 26 / 6.82
met3: 0 / 1.89
met4: 0 / 0
met5: - / 0
==> worst max path at each step <==
| stage | to | slack (ns) | depth (start not counted) |
|---|---|---|---|
| 5_1_grt | out[1] | 0.18 | 6 |
| 6_report | out[4] | 0.37 | 6 |
| 4_1_cts | out[4] | 0.19 | 6 |
==> placed cells by master, fill, tap and decap left out, types with 2 or more instances in the layout <==
cell	instances
clkdlybuf4s50_1	26
nand2_1	10
dlxtn_1	8
conb_1	8
nor2_1	6
a31oi_1	6
a21o_1	5
o221ai_1	4
mux4_2	3
mux4_1	3
mux2_1	2
inv_1	2
==> power breakdown <==
| part | switching, mW | internal (mW) | leakage [nW] |
|---|---|---|---|
| Clock | 0 | 0 | 0 |
| Sequential | 0.00174 | 0.00810 | 0.0651 |
| Combinational | 0.0264 | 0.0385 | 0.298 |
==> kinds of logic (layout without fill, tap and decap cells) <==
group | after synthesis | after routing | share of synthesized area, %
other | 1 | 8 | 0.545
buffers and inverters | 23 | 29 | 24.0
muxes | 8 | 8 | 24.5
and+or+nand+nor | 18 | 18 | 10.5
latches | 8 | 8 | 17.5
AOI/OAI and AO/OA | 20 | 20 | 22.9
==> cell type report <==
| type | instances | area share [%] |
|---|---|---|
| inverter | 2 | 0.819 |
| multi-input combinational | 54 | 46.8 |
| sequential | 8 | 13.1 |
| tap | 70 | 9.55 |
| timing repair buffer | 27 | 29.7 |
==> critical path, cell delays in order <==
cell and delay [ns]:
clkdlybuf4s50_1 0.74, a21boi_2 0.43, o221ai_1 0.20, a31oi_1 0.24
dlxtn_1 0.37, clkdlybuf4s50_1 0.46
==> sequential cells by signal (all words and copies together) (netlist names) <==
name,cells
m8.y,1
m4.y,1
m7.y,1
m3.y,1
m6.y,1
m1.y,1
m5.y,1
m2.y,1
==> through the flow <==
step | area, sq um | util (%) | cells | setup WS, ns | total power, mW
after floorplan | 714 | - | 85 | 1.67 | 0.0526
after global placement | 915 | 18.0 | 161 | 0.207 | 0.0749
after detailed placement | 915 | 18.0 | 161 | 0.180 | 0.0758
after CTS | 915 | 18.0 | 161 | 0.185 | 0.0760
after global routing | 917 | 18.1 | 161 | 0.181 | 0.0832
final | 917 | 18.1 | 161 | 0.370 | 0.0747
==> what timing repair did <==
action,CTS,global route
gates resized,0,1
hold endpoints to repair,0,0
setup endpoints to repair,0,4
Power figures rest on the tool's default switching activity, not on a simulated workload.
